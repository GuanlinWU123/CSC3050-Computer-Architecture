**/design/flow/run.sh**
```bash
#!/bin/bash
# OpenROAD 26Q1-2900-gdf79404cd8, Yosys 0.63+post, stock flow scripts
make -C /OpenROAD-flow-scripts/flow DESIGN_CONFIG=/design/flow/config.mk WORK_HOME=/design/flow/orfs finish
```
**/design/flow/config.mk**
```make
export PLATFORM = sky130hd
export DESIGN_NAME = alu
export DESIGN_NICKNAME = alu
export VERILOG_FILES = /design/flow/design.v
export SDC_FILE = /design/flow/constraint.sdc
export NUM_CORES = 4
export LEC_CHECK = 1
export CORE_UTILIZATION = 50
```
**/design/flow/constraint.sdc**
```tcl
current_design alu

set clk_period 25.0
set clk_io_pct 0.2

create_clock -name clk0 -period $clk_period

set non_clock_inputs [all_inputs -no_clocks]
set_input_delay [expr $clk_period * $clk_io_pct] -clock clk0 $non_clock_inputs
set_output_delay [expr $clk_period * $clk_io_pct] -clock clk0 [all_outputs]
```
**/design/flow/design.v**
```verilog
module alu(instruction, regA, regB, result, flags);
    input[31:0] instruction, regA, regB;
    output[31:0] result;
    output[2:0] flags;
    reg[2:0] tempFlag;
    reg[5:0] opcode, func;
    reg[4:0] rd, rs, rt, sa;
    reg[15:0] immediate_u;
    reg[31:0] reg_s_u, reg_t_u, reg_d;
    reg signed [15:0] immediate;
    reg signed [31:0] reg_s, reg_t, temp_reg;
    always @(instruction or regA or regB)
        begin
            opcode = instruction[31:26];
            rs = instruction[25:21];
            rt = instruction[20:16];
            immediate_u = instruction[15:0];
            immediate = instruction[15:0];
            tempFlag = 3'b000;
            case(rs)
                5'b00000:
                    begin
                        reg_s_u = regA;
                        reg_s = regA;
                    end
                5'b00001:
                    begin
                        reg_s_u = regB;
                        reg_s = regB;
                    end
            endcase
            case(rt)
                5'b00000:
                    begin
                        reg_t_u = regA;
                        reg_t = regA;
                    end
                5'b00001:
                    begin
                        reg_t_u = regB;
                        reg_t = regB;
                    end
            endcase
            case(opcode)
                6'b000000:  
                    begin
                    rd = instruction[15:11];
                    sa = instruction[10:6];
                    func = instruction[5:0];
                        case(func)
                            6'b100000:  
                                begin
                                    reg_d = reg_s + reg_t;
                                    if ((reg_s[31] == reg_t[31]) && (~reg_d[31] == reg_s[31]))
                                        tempFlag[0] = 1'b1;
                                end
                            6'b100001:  
                                begin
                                    reg_d = reg_s_u + reg_t_u;
                                end
                            6'b100010:  
                                begin
                                    reg_d = reg_s - reg_t;
                                    if ((reg_s[31] == ~reg_t[31]) && (~reg_d[31] == reg_s[31]))
                                        tempFlag[0] = 1'b1;
                                end
                            6'b100011:  
                                begin
                                    reg_d = reg_s_u - reg_t_u;
                                end
                            6'b100100:  
                                begin
                                    reg_d = reg_s_u & reg_t_u;
                                end
                            6'b100111:  
                                begin
                                    reg_d = ~(reg_s_u | reg_t_u);
                                end
                            6'b100101:  
                                begin
                                    reg_d = reg_s_u | reg_t_u;
                                end
                            6'b100110:  
                                begin
                                    reg_d = reg_s_u ^ reg_t_u;
                                end
                            6'b101010:  
                                begin
                                if (reg_s < reg_t) begin
                                    tempFlag[1] = 1'b1;
                                    reg_d = 1;
                                end else begin  
                                    reg_d = 0;
                                    end
                                end
                            6'b101011:  
                                begin
                                if (reg_s_u < reg_t_u) begin
                                    tempFlag[1] = 1'b1;
                                    reg_d = 1;
                                end else begin
                                    reg_d = 0;
                                    end
                                end
                            6'b000000:  
                                begin
                                    reg_d = reg_t << sa;
                                end
                            6'b000100:  
                                begin
                                    reg_d = reg_t << reg_s_u;
                                end
                            6'b000010:  
                                begin
                                    reg_d = reg_t >> sa;
                                end
                            6'b000110:  
                                begin
                                    reg_d = reg_t >> reg_s_u;
                                end
                            6'b000011:  
                                begin
                                    reg_d = reg_t >>> sa;
                                end
                            6'b000111:  
                                begin
                                    reg_d = reg_t >>> reg_s_u;
                                end
                        endcase
                    end
                6'b001000:   
                    begin
                        reg_d = reg_s + {{16{immediate[15]}}, immediate};
                        if ((reg_s[31] == immediate[15]) && (~reg_d[31] == reg_s[31]))
                            tempFlag[0] = 1'b1;
                    end
                6'b001001:   
                    begin
                        reg_d = reg_s + {{16{immediate_u[15]}}, immediate};
                    end
                6'b001100:   
                    begin
                        reg_d = reg_s_u & {{16{immediate_u[15]}}, immediate};
                    end
                6'b001101:  
                    begin
                        reg_d = reg_s_u | {{16{immediate_u[15]}}, immediate};
                    end
                6'b001110:  
                    begin
                        reg_d = reg_s_u ^ {{16{immediate_u[15]}}, immediate};
                    end
                6'b000100:  
                    begin
                        if ((reg_s - reg_t) == 0) begin
                            reg_d = 0;
                            tempFlag[2] = 1'b1;
                        end else begin
                            reg_d = reg_s - reg_t;
                            end
                    end
                6'b000101:  
                    begin
                        if ((reg_s - reg_t) == 0) begin
                            reg_d = 0;
                            tempFlag[2] = 1'b1;
                        end else begin
                            reg_d = reg_s - reg_t;
                            end
                    end
                6'b100011:  
                    begin
                    reg_d = reg_s + immediate;
                    end
                6'b101011:  
                    begin
                    reg_d = reg_s + immediate;
                    end
                6'b001010:  
                    begin
                    temp_reg = {{16{immediate[15]}}, immediate};
                    if (reg_s < temp_reg) begin
                        tempFlag[1] = 1'b1;
                        reg_d = 1;
                    end else begin   
                        reg_d = 0;
                        end
                    end
                6'b001011:  
                    begin
                    if (reg_s_u < {{16'b0}, immediate_u}) begin
                        tempFlag[1] = 1'b1;
                        reg_d = 1;
                    end else begin
                        reg_d = 0;
                        end
                    end
            endcase
        end
    assign flags = tempFlag;
    assign result = reg_d;
endmodule
```
==> impl_metrics.env <==
# yosys + openroad results
export IMPL_status="complete, no violations"
export IMPL_hold_buffers=0
export IMPL_ys_top_cells_by_count="334 x nor2_1, 312 x a21oi_1, 305 x nand2_1"
export IMPL_drtIter0Drc=4448
export IMPL_port_buffers=131
export IMPL_die_h_microns=225
export IMPL_grt_max_degree=75
export IMPL_grt_pass1_vias=27300
export IMPL_setup_slack_ns=8.30
export IMPL_topCellsByArea="ha_1 15%, dlxtn_1 9.7%, mux2i_1 8.1%, a21oi_1 6.3%, nor2_1 5.1%"
export IMPL_warnings=206
export IMPL_fin_area_sq_um=26800
export IMPL_synth_edff_count=0
export IMPL_dp_cells=4217
export IMPL_ys_seq_elements=160
export IMPL_grt_usage_pct=53.9
export IMPL_p_int_w=0.000493
export IMPL_relSlewSlack_pct=10.1
export IMPL_end_kind="output pin"
export IMPL_io_pins=131
export IMPL_met1_usage_pct=66.6
export IMPL_drtAntennaViolNets=0
export IMPL_ys_warn_count=129
export IMPL_drv_slew=0
export IMPL_routedWlPerCell_microns=32.1
export IMPL_hold_viol=0
export IMPL_ys_cells=3557
export IMPL_syn_area_per_cell_sq_um=6.98
export IMPL_synth_async_reset_ratio_pct=0
export IMPL_worst_slew_pin_slew_ns=1.31
export IMPL_drc=0
export IMPL_post_cts_buffers=0
export IMPL_first_pass_iters=8
export IMPL_grt_antenna_before_repair=8
export IMPL_grtUsageMet3_pct=19.4
export IMPL_pre_cts_ws_ns=8.63
export IMPL_wirelength_mm=135
export IMPL_worstSetupPathType="input pin to output pin"
export IMPL_initCoreUtil_pct=50.7
export IMPL_p_leak_nw=11.5
export IMPL_num_vias=30000
export IMPL_place_hpwl_mm=109
export IMPL_timing_hold_ws_ns=11.37
export IMPL_fin_crit_ns=16.70
export IMPL_start_kind="input pin"
export IMPL_unclocked_pins=160
export IMPL_power_switching_w=0.000862
export IMPL_rows=81
export IMPL_grtUsageMet2_pct=74.8
export IMPL_fin_cells=4224
export IMPL_min_path_type="input pin to output pin"
export IMPL_rsz0062_at_grt="no"
export IMPL_via_per_inst=7.10
export IMPL_worst_ep_required_time_ns=20.00
export IMPL_largest_area_cell="ha_1"
export IMPL_die_w_microns=225
export IMPL_top_cell="nor2_1"
export IMPL_cp_arrival_ns=11.70
export IMPL_ys_area_sq_um=24800
export IMPL_die_area_sq_um=50500
export IMPL_fin_crit_sh_pct=66.8
export IMPL_ys_dominant_reg_cell="dlxtn_1"
export IMPL_maxCapViolations=0
export IMPL_cp_max_fo=74
export IMPL_drive_gt1_share_pct=5.83
export IMPL_setup_viol_count_final=0
export IMPL_design_core_area_sq_um=49000
export IMPL_syn_area_sq_um=24800
export IMPL_p_sw_share_pct=63.6
export IMPL_synth_distinct_cells=99
export IMPL_finalWeightedCongestion=1.22
export IMPL_syn2layout_area_growth_pct=8.01
export IMPL_busiest_layer="met2"
export IMPL_power_density_nw_per_um2=50.6
export IMPL_grt_pass1_wl_mm=192
export IMPL_cts_resized=0
export IMPL_peakVddDrop_mv=0.0394
export IMPL_untimed_endpoints=192
export IMPL_syn_instance_count=3557
export IMPL_tns_ns=0
export IMPL_placed_area_sq_um=26800
export IMPL_synth_top_area_share_pct=15.3
export IMPL_max_freq_ghz=0.0599
export IMPL_globalRouteOverflowTotal=0
routing by layer:
layer	share of wire, %	up-vias
met1	36	13800
met3	14	650
met4	11	6
met2	39	2372
met5	0.061	-
li1	-	13100
cell usage in the layout (no fill, tap or decap), drive strengths merged, types with 83 or more instances in the layout:
cell / n
a211oi: 83
a21oi: 315
buf: 106
clkdlybuf4s50: 127
dlxtn: 160
ha: 303
inv: 204
mux2i: 207
nand2: 307
nor2: 335
nor3: 87
o21a: 101
o21ai: 239
xnor2: 112
final cells by class:
class                           count  area [sq um]
Fill cell                        4546         22200
Multi-Input combinational cell   2947         20700
Sequential cell                   160          2400
Timing Repair Buffer              233          2060
Tap cell                          664           831
Inverter                          213           800
Antenna cell                        7          17.5
final timing paths:
kind | endpoint | from | cells after the start
worst max-delay path | flags[2] | instruction[22] | 19
worst min-delay path | flags[1] | instruction[30] | 5
metrics by stage:
step	util (%)	power [W]
floorplan	-	0.000834
global placement	54.7	0.00128
detailed placement	54.7	0.00128
CTS	54.7	0.00129
global route	54.7	0.00141
finish	54.7	0.00136
cell families after synthesis:
logic type      after synthesis  share of synthesized area [%]
compound gates             1254                           33.6
simple gates               1017                           19.0
buf+inv                     450                           7.35
fa+ha+maj                   308                           15.7
mux                         230                           9.78
latches                     160                           9.67
xor+xnor                    138                           4.87
critical path: stages:
cell	delay, ns
clkdlybuf4s50_1	0.45
nor4_4	0.27
buf_4	0.38
buf_4	0.63
nand2_1	0.18
o21a_1	0.22
ha_1	0.57
inv_1	0.19
a21oi_1	0.36
o31ai_1	0.17
a211oi_1	0.73
and2_1	0.29
xnor2_1	0.29
nand3_1	0.16
nor4_1	0.51
nand4_1	0.20
nor4b_1	0.25
and4_1	0.30
clkdlybuf4s50_1	0.48
state kept, by name, indices dropped and copies added (netlist names):
| signal | cells |
|---|---|
| reg_t_u | 32 |
| reg_t | 32 |
| reg_d | 32 |
| reg_s_u | 32 |
| reg_s | 32 |
No activity file was given, so power comes from the tool's default toggle rates.
